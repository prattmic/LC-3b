**design/flow/config.mk**
```make
export PLATFORM = sky130hd
export DESIGN_NAME = MDR_STORE
export DESIGN_NICKNAME = MDR_STORE
export VERILOG_FILES = /design/flow/design.v
export SDC_FILE = /design/flow/constraint.sdc
export NUM_CORES = 4
export LEC_CHECK = 1
export CORE_AREA = 10 10 84 84
export DIE_AREA = 0 0 94 94
```
**design/flow/constraint.sdc**
```tcl
current_design MDR_STORE

set clk_period 1.4
set clk_io_pct 0.2

create_clock -name clk0 -period $clk_period [get_ports {clk}]

set non_clock_inputs [all_inputs -no_clocks]
set_input_delay [expr $clk_period * $clk_io_pct] -clock clk0 $non_clock_inputs
set_output_delay [expr $clk_period * $clk_io_pct] -clock clk0 [all_outputs]
```
**design/flow/design.v**
```verilog
module MDR_STORE(
    input wire clk,
    input wire MIO_EN,
    input wire LD_MDR,
    input wire DATA_SIZE,
    input wire [15:0]databus_in,
    input wire [15:0]inmux_in,
    input wire [15:0]MAR,
    output wire [15:0]MDR
);
    wire [15:0]data_in_byte;
    wire [15:0]data_in;
    wire [15:0]data_out_byte;
    wire [15:0]mdr_in;
    reg [15:0]real_mdr;
    parameter DATA_WORD = 1'b0;
    parameter DATA_BYTE = 1'b1;
    initial begin
        real_mdr <= 0;
    end
    assign data_in_byte = MAR[0] ? databus_in[15:8] << 8 : databus_in[7:0];
    assign data_in = (DATA_SIZE == DATA_WORD) ? databus_in : data_in_byte;
    assign mdr_in = MIO_EN ? inmux_in : data_in;
    assign data_out_byte = MAR[0] ? { {(16-7){real_mdr[15:8][7]}}, real_mdr[15:8] } : { {(16-7){real_mdr[7:0][7]}}, real_mdr[7:0] };
    assign MDR = (DATA_SIZE == DATA_WORD) ? real_mdr : data_out_byte;
    always @ (posedge clk) begin
        if (LD_MDR) begin
            real_mdr <= mdr_in;
        end
    end
endmodule
```
**design/flow/run.sh**
```bash
#!/bin/bash
# OpenROAD 26Q1-2900-gdf79404cd8, Yosys 0.63+post, stock flow scripts
make -C /OpenROAD-flow-scripts/flow DESIGN_CONFIG=/design/flow/config.mk WORK_HOME=/design/flow/orfs finish
```
==> flow_summary_export.csv <==
group,metric,value,unit
worst_setup_path,cp_slowest_cell,"edfxtp_1",
worst_setup_path,crit_type,"register to primary output",
global_route,grt_max_degree,33,
power,p_sw_share,20.68,%
floorplan,chipWidth,94,um
worst_setup_path,critPathArrivalTime,1.19,ns
drt,drc,0,
timing,final.period_utilization,105.3,%
min_path,min_path_cells,3,
timing,holdWs,0.5828,ns
placement,dp_hpwl,2385,um
floorplan,io_pins,68,
cts,hold_buffers,0,
floorplan,core,5205,um2
synth,yosysWarnings,1,
cts,cts.sinks,16,
worst_setup_path,worstPathRequired,1.12,ns
timing,slew_violations,0,
drt,drtPass1Iterations,4,
synth,top_area_cell,"edfxtp_1",
cts,cts-root-buf,"clkbuf_8",
worst_setup_path,worst-path-max-fanout,4,
drt,wl_per_cell,12.63,um
worst_setup_path,crit_chain,"nand2_4, buf_6, buf_6, buf_4, o21ai_2, clkbuf_2",
placement,placed_cells,210,
placement,place_ws,-0.6707,ns
drt,wl,2906,um
power,powerDensity,745.8,nW/um2
status,status,"complete, but fails checks",
global_route,grt.met2_usage,10.77,%
worst_setup_path,cp-end-kind,"primary output",
drt,drt-vias-per-instance,3.678,
timing,tns,-0.2895,ns
global_route,grt_pass1_wl,4567,um
global_route,grt_util_met3,1.454,%
floorplan,die-area,8836,um2
min_path,holdPathEnd,"real_mdr[14]$_DFFE_PP_",
floorplan,row_count,26,
cts,ctsLongestPathBuffers,2,
cells_and_area,stdcell_area,1782,um2
drt,vias,846,
drt,drt_iter0_drc,7,
synth,synth.area.top_cells,"edfxtp_1, a22o_2, o21ai_0",
synth,ys_cells,88,
timing,fin_crit,1.475,ns
worst_setup_path,cp_slowest_stage_delay,0.39,ns
power,fin_total_pwr,1.329,mW
power,p_seq_share,45.4,%
timing,worst_pin_slew,0.1995,ns
synth,yosys.area.top_type_share,50.26,%
timing,setup_slack,-0.07476,ns
global_route,antenna_found_initial,0,
worst_setup_path,startpoint_type,"register",
synth,ys_seq_share,50.26,%
synth,synthCells,88,
cells_and_area,drive_gt1_share,39.38,%
cells_and_area,syn_to_final_growth,86.39,%
floorplan,initial_utilization,18.37,%
timing,max_freq,678.1,MHz
cells_and_area,largest_reg_flops,16,
run,max_cap_violations,0,
power,switchingPower,0.2747,mW
floorplan,die_y,94,um
power,ir_drop,264.1,uV
cts,cts_tree,"done",
synth,post_synth_num_cell_types,14,
cts,path_clk_slew,0.06,ns
synth,avgSynthCellArea,10.86,um2
timing,hold_viol_final,0,
timing,setup_violations,5,
power,p_comb_share,30.2,%
power,internal_power,1.054,mW
drt,diodes,0,
synth,syn_area,955.9,um2
power,p_leak,0.7672,nW
power,p_clk_share,24.5,%
global_route,overflow,0,
status,violations,"negative setup slack",
drt,ant_nets,0,
cts,cts_inserted_buffers,3,
global_route,met1_usage,8.472,%
cells_and_area,regMostFlops,"real_mdr",
synth,ys.flops,16,
placement,dpl_cell_area,1589,um2
global_route,track_usage,6.475,%
run,tool_warnings,42,
timing,relSlewSlack,86.56,%
min_path,hold_path.startpoint,"MAR[0]",
global_route,grt_pass1_vias,908,
synth,yosysChipArea,955.9,um2
placement,place_congestion,0.7673,
min_path,hold_class,"primary input to register",
cts,h-tree-depth,1,
timing,rsz0062_at_grt,"yes",
placement,io_buffers,52,
cells_and_area,final_util,34.23,%
cells_and_area,finalNonFillerCells,230,
cells_and_area,reg_top3,"real_mdr: 16 flops",
global_route,grt.busiest_layer,"met2",
worst_setup_path,path_common_cell,"buf_6",
## synth_stat cells
cell type  count
clkbuf_2       1
buf_6          2
and2b_4        1
nand2_1        9
nand2_2        1
edfxtp_1      16
o21ai_0       16
buf_2          2
mux2_4         2
nand2b_1       8
a22o_2         8
mux2_2         6
inv_1          8
nor2b_1        8
## logic make-up (layout without fill, tap and decap cells)
kind of cell / count (synthesis) / after routing / synth area share [%]
mux: 8 / 8 / 10.21
flops: 16 / 16 / 50.26
compound gates: 24 / 24 / 16.75
simple gates: 27 / 27 / 15.71
buf+inv: 13 / 85 / 7.068
## per-layer routing
layer | up-vias | wire (um) | share of wire (%)
met1 | 364 | 1349 | 46
met4 | 0 | 40 | 1.4
met2 | 28 | 1381 | 48
met5 | - | 0 | 0
li1 | 452 | - | -
met3 | 2 | 134 | 4.6
## what timing repair did
action | CTS | global route
endpoints found under the setup margin | 22 | 12
resized | 57 | 31
buffers inserted | 14 | 5
cloned | 0 | 0
endpoints found under the hold margin | 0 | 0
pin swaps | 2 | 1
## area by class of cell
cell class	count	area, um2
clock inverters	1	3.754
clock buffers	3	41.29
multi-input cells	59	454.2
well taps	70	87.58
repair buffers	73	684.4
flip-flops and latches	16	480.5
inverters	8	30.03
fillers	557	3423
## power groups by stage
stage / combinational, mW / sequential (mW) / clock, mW
5_1_grt: 0.445 / 0.607 / 0.360
4_1_cts: 0.404 / 0.602 / 0.337
6_report: 0.401 / 0.603 / 0.325
## worst max path at each step
stage / from / endpoint / slack, ns / cells after the start
4_1_cts: real_mdr[7]$_DFFE_PP_ / MDR[9] / -0.19 / 3
5_1_grt: real_mdr[7]$_DFFE_PP_ / MDR[8] / -0.15 / 6
6_report: real_mdr[7]$_DFFE_PP_ / MDR[15] / -0.07 / 6
## critical path, delay by kind of cell, from the launching register on
family	cells	cell delay, ns
compound gates	1	0.04
buf+inv	4	0.44
flops	1	0.39
simple gates	1	0.08
## layout by cell type, fill, tap and decap left out, drive strengths merged, types with 10 or more instances in the layout
master / instances
edfxtp: 16
o21ai: 16
clkdlybuf4s50: 34
buf: 32
nand2: 10
Power and IR drop assume default switching activity.
