File: ./config.mk
export PLATFORM = sky130hd
export DESIGN_NAME = REG_FILE
export DESIGN_NICKNAME = REG_FILE
export VERILOG_FILES = /design/flow/design.v
export SDC_FILE = /design/flow/constraint.sdc
export NUM_CORES = 4
export LEC_CHECK = 1
export CORE_UTILIZATION = 40
File: ./constraint.sdc
current_design REG_FILE

set clk_period 3.3
set clk_io_pct 0.2

create_clock -name clk0 -period $clk_period [get_ports {clk}]

set non_clock_inputs [all_inputs -no_clocks]
set_input_delay [expr $clk_period * $clk_io_pct] -clock clk0 $non_clock_inputs
set_output_delay [expr $clk_period * $clk_io_pct] -clock clk0 [all_outputs]
File: ./design.v
module REG_FILE(
    input wire clk,
    input wire [15:0]data,
    input wire LD_REG,
    input wire [2:0]DR,
    input wire [2:0]SR1,
    input wire [2:0]SR2,
    output reg [15:0]SR1_OUT,
    output reg [15:0]SR2_OUT
);
    reg [15:0]R[0:7];
    initial begin
        R[0] <= 0;
        R[1] <= 0;
        R[2] <= 0;
        R[3] <= 0;
        R[4] <= 0;
        R[5] <= 0;
        R[6] <= 0;
        R[7] <= 0;
    end
    always @ (posedge clk) begin
        SR1_OUT <= R[SR1];
        SR2_OUT <= R[SR2];
        if (LD_REG) begin
            R[DR] <= data;
        end
    end
endmodule
File: ./run.sh
#!/bin/bash
# OpenROAD 26Q1-2900-gdf79404cd8, Yosys 0.63+post, stock flow scripts
make -C /OpenROAD-flow-scripts/flow DESIGN_CONFIG=/design/flow/config.mk WORK_HOME=/design/flow/orfs finish
==> results.json <==
{
  "yosys_warnings": 1,
  "fin_cells": 591,
  "synthTopCellsByArea": "edfxtp_1 57%, mux4_1 22%, dfxtp_1 9.6%, mux2_2 5.4%, mux4_2 2.7%",
  "grt_use_met2": 0.269,
  "crit_path_start_kind": "input port",
  "overflow": 0,
  "io_pins": 59,
  "dp_cells": 559,
  "met1_usage": 0.224,
  "fmax_mhz": 518,
  "grt_pass1_vias": 3374,
  "worstMarginPinSlew_ns": 0.602,
  "cts_sinks": 160,
  "synthSimpleGateAreaFrac": 0.00880,
  "yosys_register_bits": 160,
  "synthXorXnorAreaFrac": 0,
  "top_usage_layer": "met2",
  "drive_gt1_frac": 0.229,
  "fillCellCount": 1260,
  "p_leak_nw": 2.82,
  "antenna_found_initial": 0,
  "synth_cells": 287,
  "yosysCellCount": 287,
  "hold_path.class": "register to register",
  "clock_path_buffers": 2,
  "setup_tns_ns": 0,
  "period_needed_ns": 1.93,
  "min_period_over_period": 0.585,
  "htree_levels": 4,
  "core_um2": 16100,
  "hpwl_um": 7130,
  "regArea_um2": 4480,
  "max_cap_viol_count": 0,
  "relSlewSlack": 0.599,
  "ys.flop_type": "edfxtp_1",
  "p_per_area_nw_per_um2": 558,
  "rows": 46,
  "grt_start_max_net_pins": 33,
  "die_h_um": 131,
  "ys_seq_share": 0.671,
  "hold_buffers": 0,
  "edf_count": 128,
  "hold_viol_final": 0,
  "worstPathMaxFanout": 32,
  "slowest_delay_ns": 0.46,
  "comb_area_um2": 2080,
  "gp_congestion": 0.757,
  "cts-root-buf": "clkbuf_16",
  "diodes": 0,
  "area_growth_pct": 21.4,
  "drtIter0Drc": 161,
  "syn_area_um2": 6690,
  "synth.most_common_cell": "edfxtp_1",
  "yosys_area_um2": 6690,
  "drv_slew": 0,
  "cp.arrival_ns": 2.22,
  "top_logic_kind": "multiplexers",
  "initCoreUtil": 0.415,
  "vdd_ir_drop_max_mv": 0.355,
  "die_area_um2": 17200,
  "fin_skew_ns": 0.00426,
  "async_reset_ff_frac": 0,
  "slowest_stage": "clkdlybuf4s50_1",
  "routedWlPerCell_um": 21.1,
  "end_kind": "register",
  "die_w_um": 131,
  "path_clk_slew_ns": 0.05,
  "ctsResizeCount": 0,
  "warnings": 25,
  "worstSetupPathType": "input port to register",
  "numCtsBuffers": 17,
  "drt-total-wl_um": 12500,
  "grt.total_usage": 0.165,
  "drc": 0,
  "avgSynthCellArea_um2": 23.3,
  "met3_usage": 0.0759,
  "ys_sh_adder": 0,
  "ant_nets": 0,
  "vias_per_cell": 5.33,
  "cp.required_ns": 3.59,
  "synthAoiAreaFrac": 0,
  "post-synth-top-area-cell": "edfxtp_1",
  "num_vias": 3149,
  "status": "finished, final reports clean",
  "post_cts_buffers": 0,
  "clkLatencyLatePin_ns": 0.41,
  "first_pass_iters": 4,
  "grt_setup_unrepaired": "no",
  "top_cell_area_share": 0.575,
  "grt_pass1_wl_um": 19100,
  "setup_viol": 0,
  "utilization": 0.503,
  "cts_tree": "done",
  "port_buffers": 58,
  "ys_types": 13,
  "path_cells": "clkdlybuf4s50_1 -> buf_4 -> mux4_1 -> mux2_2",
  "mux_share": 0.301,
  "synthTopCellsByCount": "128 x edfxtp_1, 56 x mux4_1, 32 x dfxtp_1, 32 x mux2_2"
}
## stage by stage
step | area [um2] | hold slack, ns | setup WS, ns | power [mW]
2_1_floorplan | 6690 | 0.659 | 0.917 | 2.52
6_report | 8110 | 0.690 | 1.37 | 4.53
3_3_place_gp | 7540 | 0.674 | 0.922 | 2.71
4_1_cts | 8110 | 0.695 | 1.35 | 4.58
5_1_grt | 8110 | 0.723 | 1.30 | 4.68
3_5_place_dp | 7540 | 0.679 | 0.913 | 2.71
## logic make-up after synthesis
family / count (synthesis)
buf+inv: 18
flops: 160
mux: 96
simple gates: 13
## state kept, by name, summed over array words and instances, names as in the netlist
name	flops
R	128
SR1_OUT	16
SR2_OUT	16
## per-layer routing
metal,part of all wire,vias up
li1,-,1422
met1,0.37,1590
met2,0.53,125
met3,0.087,12
met4,0.016,0
met5,0,-
## area by class of cell
cell class | count | share of cell area
Timing Repair Buffer | 74 | 0.0867
Sequential cell | 160 | 0.553
Clock buffer | 28 | 0.0651
Clock inverter | 4 | 0.00586
Tap cell | 216 | 0.0333
Multi-Input combinational cell | 109 | 0.256
## path summary, 6_finish.rpt
kind                      startpoint                  end  slack [ns]  cells past startpoint
setup reg to reg  R[1][14]$_DFFE_PP_  SR1_OUT[14]$_DFF_P_        1.96                      2
setup / recovery              SR2[2]   SR2_OUT[3]$_DFF_P_        1.37                      4
hold reg to reg   R[0][11]$_DFFE_PP_  SR1_OUT[11]$_DFF_P_        0.69                      2
hold / removal    R[0][11]$_DFFE_PP_  SR1_OUT[11]$_DFF_P_        0.69                      2
## layout by cell type (no fill, tap or decap)
master,count
clkinvlp_4,1
dfxtp_1,32
nor3_2,2
mux4_2,8
buf_4,15
nor2_1,6
edfxtp_1,128
clkbuf_1,6
clkbuf_8,4
mux4_1,56
mux2_2,32
buf_2,2
nand2b_1,3
bufinv_16,1
nand2_1,2
buf_12,1
clkbuf_16,18
clkinv_2,2
clkdlybuf4s50_1,56
## critical path, delay by kind of cell
kind	cells	cell delay, ns
multiplexers	2	0.68
buffers and inverters	2	0.87
## report_power, final
part | internal [mW] | total (mW) | switching, mW | leakage, nW
clock | 1.16 | 1.86 | 0.702 | 0.280
sequential | 2.28 | 2.30 | 0.0291 | 1.43
combinational | 0.227 | 0.358 | 0.131 | 1.10
total | 3.66 | 4.53 | 0.862 | 2.82
Power figures rest on the tool's default switching activity, not on a simulated workload.
