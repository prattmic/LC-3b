[config.mk]
export PLATFORM = sky130hd
export DESIGN_NAME = ADDRESS_ADDER
export DESIGN_NICKNAME = ADDRESS_ADDER
export VERILOG_FILES = /design/flow/design.v
export SDC_FILE = /design/flow/constraint.sdc
export NUM_CORES = 4
export LEC_CHECK = 1
export CORE_AREA = 10 10 91 91
export DIE_AREA = 0 0 101 101
[constraint.sdc]
current_design ADDRESS_ADDER

set clk_period 9.7
set clk_io_pct 0.2

create_clock -name clk0 -period $clk_period

set non_clock_inputs [all_inputs -no_clocks]
set_input_delay [expr $clk_period * $clk_io_pct] -clock clk0 $non_clock_inputs
set_output_delay [expr $clk_period * $clk_io_pct] -clock clk0 [all_outputs]
[design.v]
module ADDRESS_ADDER(
    input wire [1:0]ADDR1_SEL,
    input wire [2:0]ADDR2_SEL,
    input wire LSHFT,
    input wire [15:0]IR,
    input wire [15:0]PC,
    input wire [15:0]SR1,
    output reg [15:0]OUT
);
    parameter ADDR1_PC          = 1'b0;
    parameter ADDR1_BASER       = 1'b1;
    parameter ADDR2_ZERO        = 2'h0;
    parameter ADDR2_OFFSET6     = 2'h1;
    parameter ADDR2_PCOFFSET9   = 2'h2;
    parameter ADDR2_PCOFFSET11  = 2'h3;
    wire [15:0]addr1;
    wire [15:0]addr2_noshift;
    wire [15:0]addr2;
    wire [15:0]offset6;
    wire [15:0]pc_offset9;
    wire [15:0]pc_offset11;
    assign addr1 = (ADDR1_SEL == ADDR1_PC) ? PC : SR1;
    assign offset6 = { {(16-5){IR[5:0][5]}}, IR[5:0] };
    assign pc_offset9 = { {(16-8){IR[8:0][8]}}, IR[8:0] };
    assign pc_offset11 = { {(16-10){IR[10:0][10]}}, IR[10:0] };
    assign addr2_noshift = (ADDR2_SEL == ADDR2_ZERO) ? 0 :
                            (ADDR2_SEL == ADDR2_OFFSET6) ? offset6 :
                            (ADDR2_SEL == ADDR2_PCOFFSET9) ? pc_offset9 : pc_offset11;
    assign addr2 = LSHFT ? addr2_noshift << 1 : addr2_noshift;
    always @ (*) begin
        OUT <= addr1 + addr2;
    end
endmodule
[run.sh]
#!/bin/bash
# OpenROAD 26Q1-2900-gdf79404cd8, Yosys 0.63+post, stock flow scripts
make -C /OpenROAD-flow-scripts/flow DESIGN_CONFIG=/design/flow/config.mk WORK_HOME=/design/flow/orfs finish
==> impl_metrics.yaml <==
# flow metrics
status:
  status: "complete, no violations"
die:
  core_region_area_mm2: 0.00635
  die_area_mm2: 0.0102
  initial_utilization: 0.196
  die_x_um: 101
  floorplan.die.height_um: 101
  row_count: 29
  ios: 70
synth:
  ys_sh_xor: 0.0916
  top_cells_by_count: "17 x a21oi_1, 16 x mux2_2, 15 x ha_1"
  ys_area_mm2: 0.00124
  top_cell: "a21oi_1"
  ys_types: 37
  synthesis.area_mm2: 0.00124
  top_area_frac: 0.151
  synth.logic.top_family: "AND-OR/OR-AND gates"
  fa_ha_area_frac: 0.167
  avgSynthCellArea_um2: 7.44
  postSynthCellCount: 167
  simple_gate_share: 0.180
  synthTopCellsByArea: "ha_1 15%, mux2_2 15%, mux2i_1 8.9%"
  mux_share: 0.234
  ys_seq_share: 0
  largest_area_cell: "ha_1"
  synth_warnings: 1
  synthAoiAreaFrac: 0.273
  yosysCellCount: 167
drt:
  first_pass_iters: 4
  wl_per_cell_um: 14.1
  highest_layer: "met3"
  route.met3.wl_um: 230
  drtIter0Drc: 95
  wirelength_um: 4250
  ant_nets: 0
  drc: 0
  met2_length_um: 2020
  routed_via_density: 4.63
  antenna_cells: 0
  m1WireLength_um: 2000
  via_count: 1397
setup_path:
  crit_fanout: 8
  crit_required_ps: 7760
  end_kind: "output pin"
  start_kind: "primary input"
  worstPathArrival_ps: 5360
  path_class: "primary input to output pin"
grt:
  grt_pass1_wl_um: 6730
  track_usage: 0.0782
  antenna_found_initial: 0
  grt_pass1_vias: 1369
  grt_max_degree: 17
  grt_overflow: 0
layout:
  clock_buffers: 0
  seq_area_um2: 0
  synthToLayoutAreaGrowth_pct: 57.7
  drive_gt1_frac: 0.0978
  design.seq.count: 0
sta:
  fin_setup_tns_ps: 0
  fin_crit_ps: 7300
  timing.final.hold_violations: 0
  setup_viol_count_final: 0
  slew_viol_final: 0
  clock.fmax_mhz: 137
  maxSlewHeadroom: 0.638
  post-route-period-util: 0.752
  rsz0062_at_grt: "no"
  fin_ws_ps: 2400
  tightest_slew_ps: 541
worst_hold_path:
  hold_path.class: "primary input to output pin"
clocking:
  hold_buffers: 0
  post_cts_buffers: 0
  ctsResizeCount: 0
place:
  place_ws_ps: 2360
  numPortBuffers: 65
  gp_routability_congestion: 0.853
  dp_hpwl_um: 3740
power_and_ir_drop:
  power.density_mw_per_mm2: 86.4
  static-leakage-power_nw: 0.796
  peakVddDrop_uv: 22.8
flow_run:
  warnings: 37
  cap_violations: 0
stage by stage:
step | hold slack [ps] | power (W) | instances | utilization | instance area (um^2)
final | 5050 | 0.000169 | 302 | 0.309 | 1960
after global routing | 5100 | 0.000190 | 302 | 0.309 | 1960
after CTS | 5080 | 0.000173 | 302 | 0.309 | 1960
after detailed placement | 5070 | 0.000172 | 302 | 0.309 | 1960
after global placement | 5070 | 0.000171 | 302 | 0.309 | 1960
after floorplan | 4090 | 0.0000861 | 167 | - | 1240
power by group:
part	switching, W	internal (W)	total, W
combinational	0.0000690	0.000100	0.000169
clock	0	0	0
sequential	0	0	0
layout make-up:
type	count	area, um^2
tap	77	96.3
multi-input combinational	151	1170
timing repair buffer	66	658
inverter	8	30.0
fill	673	4390
per-layer routing:
metal,global-route usage,up-vias
met3,0.0146,0
met1,0.106,626
met5,0,-
met2,0.134,30
li1,-,741
met4,0,0
cell usage in the layout, fill, tap and decap left out, drive strengths merged, types with 5 or more instances in the layout:
cell / instances
clkdlybuf4s50: 65
o21ai: 8
xnor2: 10
mux2: 16
ha: 15
mux2i: 11
nand2: 11
a21o: 7
a211oi: 5
inv: 8
a21oi: 17
nor2: 13
kinds of logic after synthesis:
group / Yosys count
xor gates and xnor gates: 13
AOI/OAI and AO/OA: 50
and+or+nand+nor: 45
buffers and inverters: 16
adders and majority gates: 16
muxes: 27
final timing paths:
path,start,to,slack (ps),cells after the start
worst max-delay path,ADDR2_SEL[2],OUT[14],2400,13
worst min-delay path,SR1[15],OUT[15],5050,5
worst max-delay path, cell delays in order:
cell	delay, ps
clkdlybuf4s50_1	530
or2_1	280
nor2_1	160
nor3b_1	230
ha_1	230
inv_1	60
fa_1	420
nor2b_1	180
o2111ai_1	170
a21oi_1	370
a211oi_2	130
xnor2_1	160
clkdlybuf4s50_1	500
Power figures rest on the tool's default switching activity, not on a simulated workload.
